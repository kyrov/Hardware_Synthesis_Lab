==> design.v <==
`timescale 1ns / 1ps
module UART(
    input wire rx,
    input wire clock,
    input wire reset,
    output wire tx,
    output wire reset_status
    );
    wire [7:0] data_in;
    wire [7:0] mod_data;
    wire status;
    assign reset_status = reset;
    assign mod_data = data_in + 1;
    UART_RX in0(rx,clock,reset,data_in,status);
    UART_TX out0(mod_data[7:0],clock,reset,status,tx);
endmodule
`timescale 1ns / 1ps
module UART_RX(
    input wire data_in,
    input wire clock,
    input wire reset,
    output reg [7:0] data_out,
    output reg rx_sent
    );
    reg [10:0] count;  
    reg [7:0] idx;
    reg [1:0] sum;
    reg [3:0] cou;
    reg status;
    reg flag=0;
    reg last;
    always @(posedge clock) begin
        if(count == 651) begin
            count <= 0;
        end else begin
            count <= count + 1;
        end
    end
    always @(posedge clock) begin
        if(reset) begin
            data_out <= 0;
            idx <= 0;
            status <= 0;
            rx_sent <= 0;
            flag <= 0;
        end else begin
            if(status == 0) begin
                rx_sent <= 0;
                if(count == 0) begin
                    last <= data_in;
                    if(last == 0 && flag == 0) begin
                        flag <= 1;
                        idx <= 0;
                        cou <= 0;
                    end
                    if(flag == 1) begin
                        idx <= idx + 1;
                        cou <= cou + data_in;
                        if(idx == 15) begin
                            flag <= 0;
                            idx <= 0;
                            cou <= 0;
                            if(cou < 8) begin
                                status <= 1;
                            end
                        end
                    end
                end
            end else begin
                if(count == 0) begin
                    idx <= idx + 1;
                    case (idx)
                        8'b00000110 : begin sum <= sum + data_in; end 
                        8'b00001000 : begin sum <= sum + data_in; end 
                        8'b00001010 : begin sum <= 0; if(sum + data_in < 2) begin data_out[0] <= 0; end else begin data_out[0] <= 1; end end 
                        8'b00010110 : begin sum <= sum + data_in; end 
                        8'b00011000 : begin sum <= sum + data_in; end 
                        8'b00011010 : begin sum <= 0; if(sum + data_in < 2) begin data_out[1] <= 0; end else begin data_out[1] <= 1; end end
                        8'b00100110 : begin sum <= sum + data_in; end 
                        8'b00101000 : begin sum <= sum + data_in; end 
                        8'b00101010 : begin sum <= 0; if(sum + data_in < 2) begin data_out[2] <= 0; end else begin data_out[2] <= 1; end end
                        8'b00110110 : begin sum <= sum + data_in; end 
                        8'b00111000 : begin sum <= sum + data_in; end 
                        8'b00111010 : begin sum <= 0; if(sum + data_in < 2) begin data_out[3] <= 0; end else begin data_out[3] <= 1; end end
                        8'b01000110 : begin sum <= sum + data_in; end 
                        8'b01001000 : begin sum <= sum + data_in; end 
                        8'b01001010 : begin sum <= 0; if(sum + data_in < 2) begin data_out[4] <= 0; end else begin data_out[4] <= 1; end end
                        8'b01010110 : begin sum <= sum + data_in; end 
                        8'b01011000 : begin sum <= sum + data_in; end 
                        8'b01011010 : begin sum <= 0; if(sum + data_in < 2) begin data_out[5] <= 0; end else begin data_out[5] <= 1; end end
                        8'b01100110 : begin sum <= sum + data_in; end 
                        8'b01101000 : begin sum <= sum + data_in; end 
                        8'b01101010 : begin sum <= 0; if(sum + data_in < 2) begin data_out[6] <= 0; end else begin data_out[6] <= 1; end end
                        8'b01110110 : begin sum <= sum + data_in; end 
                        8'b01111000 : begin sum <= sum + data_in; end 
                        8'b01111010 : begin sum <= 0; if(sum + data_in < 2) begin data_out[7] <= 0; end else begin data_out[7] <= 1; end end
                        8'b10000000 : begin 
                            idx <= 0;
                            status <= 0; 
                            rx_sent <= 1;
                        end
                    endcase
                end
            end
        end
    end
endmodule
`timescale 1ns / 1ps
module UART_TX(
    input wire [7:0] data_in,
    input wire clock,
    input wire reset,
    input wire tx_sent,
    output reg data_out
    );
    reg tx_ready;
    reg [10:0] count;  
    reg [7:0] idx;
    reg [7:0] data;
    always @(posedge clock) begin
        if(count == 651) begin
            count <= 0;
        end else begin
            count <= count + 1;
        end
    end
    always @(posedge clock) begin
        if(reset) begin
            tx_ready <= 1;
            data_out <= 1;
            idx <= 0;
        end else begin
            if(tx_sent) begin
                tx_ready <= 0;
                idx <= 0;
                data <= data_in;
            end
            if(tx_ready == 0 && count == 0) begin
                idx <= idx + 1;
                case (idx)
                    8'b00000000 : begin data_out <= 0; end
                    8'b00010000 : begin data_out <= data[0]; end
                    8'b00100000 : begin data_out <= data[1]; end
                    8'b00110000 : begin data_out <= data[2]; end
                    8'b01000000 : begin data_out <= data[3]; end
                    8'b01010000 : begin data_out <= data[4]; end
                    8'b01100000 : begin data_out <= data[5]; end
                    8'b01110000 : begin data_out <= data[6]; end
                    8'b10000000 : begin data_out <= data[7]; end
                    8'b10010000 : begin data_out <= 1; tx_ready <= 1; end
                endcase
            end
        end
    end
endmodule
==> run.sh <==
#!/bin/bash
# OpenROAD 26Q1-2900-gdf79404cd8, Yosys 0.63+post, stock flow scripts
make -C /OpenROAD-flow-scripts/flow DESIGN_CONFIG=/design/flow/config.mk WORK_HOME=/design/flow/orfs finish
==> config.mk <==
export PLATFORM = sky130hd
export DESIGN_NAME = UART
export DESIGN_NICKNAME = UART
export VERILOG_FILES = /design/flow/design.v
export SDC_FILE = /design/flow/constraint.sdc
export NUM_CORES = 4
export LEC_CHECK = 1
export CORE_UTILIZATION = 40
==> constraint.sdc <==
current_design UART

set clk_period 3.8
set clk_io_pct 0.2

create_clock -name clk0 -period $clk_period [get_ports {clock}]

set non_clock_inputs [all_inputs -no_clocks]
set_input_delay [expr $clk_period * $clk_io_pct] -clock clk0 $non_clock_inputs
set_output_delay [expr $clk_period * $clk_io_pct] -clock clk0 [all_outputs]
==> deck_impl_summary.md <==
Key Metrics from the Run

Pwr
  – Static leakage: 1.26 nW
  – Sequential power share: between 50 and 60%
  – Clock share of power: between 40% and 50%
  – Net switching fraction of the power: between 20% and 30%
  – Cell-internal power: ~0.0011 W
  – Combinational Power Share: 3.2%
  – NetSw: between 0.0002 and 0.0003 W
  – VDD IR max: 0.271 mV
  – P per Cell Area: 359 mW/mm²

Clock network
  – TritonCTS clock tree: done
  – Resized Gates After CTS: 0
  – Longest Clk Path Bufs: 2
  – CTS hold repair buffers: 0
  – Clock Tree Root: clkbuf_8
  – Reg clk slew, reported paths: around 70 ps
  – Post-CTS Setup Bufs: 0
  – Total CTS buffers: 9
  – Clock sinks: between 60 and 70
  – Late-Pin Clk Latency: roughly 340 ps
  – H-tree levels: 3

GRT
  – Vias in the first global route: 2312
  – Grt total ovfl: 0
  – First-pass GRT wire length: 10600 µm
  – Initial antenna violation count: 0
  – Total GRT Usage: about 15%
  – Largest net degree at the start of global routing: 34

Final layout
  – Commonest Layout Cell: dfxtp_1
  – Final Cell Area: 0.00371 mm²
  – Core Util, Final: 44.9%
  – Fillers: 810
  – Share of cells above drive strength 1: ~8.7%
  – P&R area growth vs syn: 8.21%
  – Top Layout Cells: 51 x dfxtp_1, 37 x nand2_1, 29 x nor2_1

Logic synthesis
  – Post-synth EDFFs: 15
  – Count of yosys warnings during synthesis: 2
  – Async S/R FF share, synth: 0%
  – Avg Cell Area, Syn: 9.05 µm²
  – Cells after Synth: approximately 380
  – Ys flops: about 66
  – Post-synth seq share: a little over two fifths
  – Dominant register cell: dfxtp_1
  – Yosys stat cell total: 379
  – Cell Area, Synth: approximately 0.0034 mm²
  – Unique cell types: 57
  – Yosys stat chip area: 0.00343 mm²

Timing
  – Fin. Hold Viols: 0
  – Final Skew: around 9.4 ps
  – Worst-margin pin slew: 772 ps
  – Cycle use final: a little over 70%
  – Fin crit period: around 2700 ps
  – Setup ws final: around 1100 ps
  – Setup TNS Final: 0 ps
  – Slew headroom: between 40 and 50%
  – Final Max Tran Viols: 0
  – Final setup vio count: 0
  – Max Fclk: ~0.37 GHz
  – RSZ-0062 raised after global routing: no

Worst setup path
  – CP max stage cell: nand3_1
  – Top delay family on crit path: simple AND/OR/NAND/NOR gates
  – Critical Path Source Type: flop
  – Critical path depth: 6
  – Crit end category: flop
  – CP max FO: 21
  – Crit path buffers/inverters: 1
  – Reg2Reg Depth: 6
  – Critical path's largest stage delay: ~550 ps
  – Worst reg2reg path startpoint: in0.count[0]
  – Crit path from: in0.count[0]
  – Worst EP required: approximately 3800 ps
  – Kind of critical path: reg2reg
  – Worst path arrival time: roughly 2700 ps
  – Crit-path cells: inv_1 > ha_1 > nor4b_2 > nand3_1 > nor3_1 > a21boi_0

Run
  – Max-cap check violation count: 0
  – OpenROAD warning count: 30

Placed design
  – Post-DP HPWL: approximately 4200 µm
  – # port buffers: 4
  – Area after DPL: roughly 0.0035 mm²
  – Pre-CTS setup slack: approximately 1200 ps
  – Routability cong.: slightly above 0.8

Detailed routing
  – DR vias: 2605
  – Detail Route Antenna Nets: 0
  – WL/cell: ~13 µm
  – Drt drc: 0
  – Routed wire length: 6090 µm
  – Antenna diode count: 0
  – Routed vias/inst: approximately 5.4
  – First-pass DRT Iterations: 4
  – Drt initial violations: about 120

Floorplanning
  – Number of top-level pins: 5
  – Chip area: just under 0.009 mm²
  – Placeable Area: around 0.0083 mm²
  – Init Core Util: just over 40%
  – Rows: 33
  – Die Height: about 95 µm
  – Chip width: between 90 and 100 µm

Status
  – Status: finished clean

Hold path
  – HP Start: in0.count[0]
  – Worst Hold Class: reg2reg
  – Hold depth: 1
-- final cells by class --
| type | instances | area, µm² | share of cell area [%] |
|---|---|---|---|
| multi-input combinational | 277 | 1810 | 48.8 |
| sequential | 66 | 1470 | 39.7 |
| clock buffer | 12 | 145 | 3.91 |
| tap | 105 | 131 | 3.54 |
| inverter | 17 | 63.8 | 1.72 |
| timing repair buffer | 5 | 47.5 | 1.28 |
| clock inverter | 3 | 40.0 | 1.08 |
-- worst paths after layout --
check                                     to  slack, ps
worst min register to register  in0.count[0]        470
worst max register to register    in0.cou[1]       1090
worst min-delay path            in0.count[0]        470
worst max-delay path              in0.cou[1]       1090
-- registers in the layout, indices dropped and copies added, names as in the netlist --
name           cells
in0.last           1
out0.data_out      1
out0.idx           8
in0.data_out       8
in0.flag           1
out0.data          8
in0.sum            2
in0.rx_sent        1
in0.count         11
in0.status         1
out0.count        11
in0.idx            8
out0.tx_ready      1
in0.cou            4
-- kinds of logic (layout without fill, tap and decap cells) --
logic type / count (synthesis) / count (layout) / synth area share (%)
fa+ha+maj: 14 / 14 / 5.11
buf+inv: 36 / 37 / 4.27
simple gates: 176 / 176 / 29.4
mux: 2 / 2 / 0.620
xor+xnor: 26 / 26 / 6.64
compound gates: 59 / 59 / 11.0
flops: 66 / 66 / 42.9
-- Yosys cell counts, types with 5 or more instances --
master	number	area, µm²
clkbuf_1	10	37.5
nand2b_1	5	31.3
buf_2	6	30.0
nor2_1	29	109
ha_1	14	175
inv_1	17	63.8
dfxtp_1	51	1020
nand2_1	37	139
xor2_1	13	114
a31oi_1	8	50.1
and3_1	6	37.5
nor3_1	10	50.1
or3_1	12	75.1
xnor2_1	13	114
a21oi_1	19	95.1
o21ai_0	11	55.1
edfxtp_1	15	450
nand3_1	21	105
nand4_1	18	113
-- power by group through the flow --
stage | sequential, W | combinational [W] | clock [W]
after CTS | 0.000728 | 0.0000438 | 0.000581
after global routing | 0.000729 | 0.0000495 | 0.000612
final | 0.000729 | 0.0000431 | 0.000560
-- stage by stage --
step	hold slack [ps]	total power (W)	cells
after detailed placement	455	0.000787	470
after global placement	447	0.000787	470
after CTS	472	0.00135	485
final	470	0.00133	485
after global routing	498	0.00139	485
after floorplan	430	0.000775	379
-- layer usage --
metal / track usage [%] / routed length [µm]
met4: 1.26 / 71
met1: 23.6 / 3120
met3: 3.76 / 197
met2: 23.2 / 2710
met5: 0 / 0
Power and IR drop assume default switching activity.
